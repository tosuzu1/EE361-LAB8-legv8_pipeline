==> flow/design.v <==
module DMemory_IO(
     output logic [15:0] rdata,   
     output logic [6:0] io_display,  
     input logic clock,   
     input logic [15:0] addr,    
     input logic [15:0] wdata,   
     input logic write,   
     input logic read,    
     input logic io_sw0,  
     input logic io_sw1   
     );
reg [15:0] memcell[0:127];  
always_comb
	begin
	if (read == 0) rdata = 0;
	else  
		begin
		if (addr >= 0 && addr < 256) 
               rdata = memcell[addr[7:1]]; 
		else if (addr == 16'hfff0) 		
               rdata = {14'd0,io_sw1,io_sw0};
		else rdata = 0;  
		end
	end
always_ff @(posedge clock)
	if (write == 1 && addr == 16'hfffa) 
         io_display <= wdata[6:0];
always_ff @(posedge clock)
     if (write == 1 && addr>= 0 && addr < 256) 
          memcell[addr[7:1]] <= wdata;
endmodule
module RegFile(
     output logic [15:0] rdata1,   
     output logic [15:0] rdata2,   
     input logic clock,		
     input logic [15:0] wdata,    
     input logic [2:0] waddr,    
     input logic [2:0] raddr1,   
     input logic [2:0] raddr2,   
     input logic write     
     );			
reg [15:0] regcell[0:7];		 
always_ff @(posedge clock) 
     if (write==1) regcell[waddr]<=wdata;
always_comb
     begin
     if (raddr1 == 7) 	rdata1 = 0;
     else rdata1 = regcell[raddr1];
     end
always_comb
     begin
     if (raddr2 == 7) 	rdata2 = 0;
     else rdata2 = regcell[raddr2];
     end
endmodule
module ALU(
     output logic [15:0] result,  
     output logic zero_result,  
     input logic [15:0] indata0,      
     input logic [15:0] indata1,      
     input logic [2:0] select        
     );		
always_comb
	case(select)
	0: result = indata0 + indata1;
	1: result = indata0 - indata1;
	2: result = indata0;
	3: result = indata0 | indata1;
	4: result = indata0 & indata1;
	default: result = 0;
	endcase
always_comb  
	if (result == 0) 	zero_result = 1;
	else 			  	zero_result = 0;
endmodule
module MUX2(
     output logic [15:0] result,    
     input logic [15:0] indata0,   
     input logic [15:0] indata1,   
     input logic select     
     );	
always_comb
	case(select)
	0: result = indata0;
	1: result = indata1;
	endcase
endmodule
module MUX4(
     output logic [15:0] result,  
     input logic [15:0] indata0,  
     input logic [15:0] indata1,  
     input logic [15:0] indata2,  
     input logic [15:0] indata3,  
     input logic [1:0] select     
     );	
always_comb
	case(select)
	0: result = indata0;
	1: result = indata1;
	2: result = indata2;
	3: result = indata3;
	endcase
endmodule
==> flow/run.sh <==
#!/bin/bash
# OpenROAD 26Q1-2900-gdf79404cd8, Yosys 0.63+post, stock flow scripts
make -C /OpenROAD-flow-scripts/flow DESIGN_CONFIG=/design/flow/config.mk WORK_HOME=/design/flow/orfs finish
==> flow/config.mk <==
export PLATFORM = sky130hd
export DESIGN_NAME = RegFile
export DESIGN_NICKNAME = RegFile
export VERILOG_FILES = /design/flow/design.v
export SDC_FILE = /design/flow/constraint.sdc
export NUM_CORES = 4
export LEC_CHECK = 1
export CORE_UTILIZATION = 40
==> flow/constraint.sdc <==
current_design RegFile

set clk_period 3.3
set clk_io_pct 0.2

create_clock -name clk0 -period $clk_period [get_ports {clock}]

set non_clock_inputs [all_inputs -no_clocks]
set_input_delay [expr $clk_period * $clk_io_pct] -clock clk0 $non_clock_inputs
set_output_delay [expr $clk_period * $clk_io_pct] -clock clk0 [all_outputs]
==> flow_summary.html <==
<!-- implementation run metrics -->
<table>
<tr><th>Metric</th><th>Value</th></tr>
<tr><th colspan="2">Run status</th></tr>
<tr><td>Outcome</td><td>complete, no violations</td></tr>
<tr><th colspan="2">Worst setup path</th></tr>
<tr><td>Worst path max stage delay</td><td>0.53 ns</td></tr>
<tr><td>Ordered list of cells on the worst path</td><td>clkdlybuf4s50_1 -&gt; buf_4 -&gt; nor2_1 -&gt; o22a_1 -&gt; a221oi_1 -&gt; clkdlybuf4s50_1</td></tr>
<tr><td>Most common cell on crit path</td><td>clkdlybuf4s50_1</td></tr>
<tr><td>Critical path endpoint category</td><td>primary output</td></tr>
<tr><td>Data arrival time at the worst-slack endpoint</td><td>2.54 ns</td></tr>
<tr><td>Critical Path Start Type</td><td>primary input</td></tr>
<tr><td>Setup CP Type</td><td>in -&gt; out</td></tr>
<tr><td>Critical path's slowest cell</td><td>clkdlybuf4s50_1</td></tr>
<tr><td>Buffers and inverters on the worst path</td><td>3</td></tr>
<tr><td>Highest net fanout along the worst path</td><td>15</td></tr>
<tr><td>Worst EP required</td><td>2.64 ns</td></tr>
<tr><td>Kind of cell adding the most delay to the critical path</td><td>buffers and inverters</td></tr>
<tr><th colspan="2">Pwr</th></tr>
<tr><td>Fraction of power consumed by sequential logic</td><td>48.1%</td></tr>
<tr><td>Standby leakage power</td><td>2.55 nW</td></tr>
<tr><td>Combinational Power Share</td><td>10.9%</td></tr>
<tr><td>Internal Power</td><td>2.92 mW</td></tr>
<tr><td>Switching part of the total</td><td>21.0%</td></tr>
<tr><td>Net load switching power</td><td>0.776 mW</td></tr>
<tr><td>PwrDens</td><td>515 mW/mm^2</td></tr>
<tr><td>Max IR drop VDD</td><td>0.282 mV</td></tr>
<tr><td>Clock group share of total power</td><td>40.9%</td></tr>
<tr><th colspan="2">Placement</th></tr>
<tr><td>Port Buffers</td><td>58</td></tr>
<tr><td>Total half-perimeter wirelength after legalization and detailed placement</td><td>8020 um</td></tr>
<tr><td>Final weighted congestion of routability-driven global placement</td><td>0.818</td></tr>
<tr><td>Instance area after placement</td><td>0.00669 sq mm</td></tr>
<tr><th colspan="2">Clock network</th></tr>
<tr><td>CTS buffer count</td><td>17</td></tr>
<tr><td>Clock Sink Count</td><td>122</td></tr>
<tr><td>CTS resizes</td><td>0</td></tr>
<tr><td>Library cell used as clock root buffer</td><td>clkbuf_16</td></tr>
<tr><td>Clock-pin slew on the worst setup and hold paths</td><td>0.05 ns</td></tr>
<tr><td>Maximum level of the CTS H-tree</td><td>4</td></tr>
<tr><td>Largest buffer count on any clock path</td><td>2</td></tr>
<tr><td>Post-cts hold-fix buffer tally</td><td>0</td></tr>
<tr><td>Post-CTS setup-driven buffer insertion count</td><td>0</td></tr>
<tr><td>TritonCTS clock tree</td><td>built</td></tr>
<tr><th colspan="2">Final timing</th></tr>
<tr><td>Slew at the pin closest to its max-slew limit</td><td>0.525 ns</td></tr>
<tr><td>Final hold violations</td><td>0</td></tr>
<tr><td>Max Clk Rate</td><td>313 MHz</td></tr>
<tr><td>Min Clock Period, post-route</td><td>3.20 ns</td></tr>
<tr><td>Unrepaired setup endpoints after global routing</td><td>no</td></tr>
<tr><td>Worst max-slew margin expressed relative to the limit</td><td>64.9%</td></tr>
<tr><td>Period Utilization, post-route</td><td>96.9%</td></tr>
<tr><td>Finish-stage setup viols</td><td>0</td></tr>
<tr><td>Final Max Tran Viols</td><td>0</td></tr>
<tr><td>Total negative slack</td><td>0 ns</td></tr>
<tr><th colspan="2">Logic synthesis</th></tr>
<tr><td>Synthesized area per cell</td><td>16.2 sq um</td></tr>
<tr><td>Cell variety after synth</td><td>35</td></tr>
<tr><td>Commonest flop</td><td>edfxtp_1</td></tr>
<tr><td>Registers, synthesis</td><td>122</td></tr>
<tr><td>Async set-or-reset flop fraction in the synthesized netlist</td><td>0%</td></tr>
<tr><td>Post-synthesis cell count from yosys</td><td>357</td></tr>
<tr><td>Gate count of the mapped netlist</td><td>357</td></tr>
<tr><td>EDFF count, synth</td><td>122</td></tr>
<tr><td>Synth Seq Share</td><td>63.3%</td></tr>
<tr><td>Synthesized chip area reported by yosys</td><td>0.00579 sq mm</td></tr>
<tr><td>Post-synthesis instance area</td><td>0.00579 sq mm</td></tr>
<tr><td>Yosys synthesis warning count</td><td>1</td></tr>
<tr><th colspan="2">Global routing</th></tr>
<tr><td>Maximum number of pins on one net before global-route repair</td><td>29</td></tr>
<tr><td>Via count of the first global-routing pass</td><td>3727</td></tr>
<tr><td>Total overflow reported by the global router</td><td>0</td></tr>
<tr><td>Antenna violations before repair</td><td>0</td></tr>
<tr><td>Global-route usage over all layers</td><td>19.9%</td></tr>
<tr><td>Global-route wire length before repair</td><td>19800 um</td></tr>
<tr><th colspan="2">Finish</th></tr>
<tr><td>Top cells excl fill/tap</td><td>edfxtp_1, clkdlybuf4s50_1, mux2i_1</td></tr>
<tr><td>Registers with the most flip-flops</td><td>regcell (122)</td></tr>
<tr><td>Fraction of final layout cells with drive strength greater than 1</td><td>18.8%</td></tr>
<tr><td>Footprint of the multi-input gates</td><td>0.00193 sq mm</td></tr>
<tr><td>Area taken by flip-flops and latches</td><td>0.00366 sq mm</td></tr>
<tr><td>Post-route design area</td><td>0.00719 sq mm</td></tr>
<tr><td>Register bank with the most flops</td><td>regcell</td></tr>
<tr><td>Number of flip-flops in the largest register</td><td>122</td></tr>
<tr><td>Filler Cells Inserted</td><td>1149</td></tr>
<tr><td>Syn-to-layout area delta</td><td>24.2%</td></tr>
<tr><td>Highest-count logic cell in the final layout</td><td>edfxtp_1</td></tr>
<tr><th colspan="2">Routing</th></tr>
<tr><td>Number of DRC violations after detailed-routing iteration 0</td><td>164</td></tr>
<tr><td>Drt wl/cell</td><td>20.5 um</td></tr>
<tr><td>Total inserted antenna cells</td><td>0</td></tr>
<tr><td>Pre-Repair DR Iteration Count</td><td>4</td></tr>
<tr><td>DRC violation count after routing</td><td>0</td></tr>
<tr><td>Routed vias</td><td>3446</td></tr>
<tr><td>Ratio of routed vias to standard cells</td><td>5.49</td></tr>
<tr><td>Final wirelength</td><td>12900 um</td></tr>
<tr><td>Number of nets with antenna violations after detailed routing</td><td>0</td></tr>
<tr><th colspan="2">Floorplanning</th></tr>
<tr><td>Horizontal die size</td><td>122 um</td></tr>
<tr><td>Number of primary I/O pins</td><td>59</td></tr>
<tr><td>Vertical die size</td><td>122 um</td></tr>
<tr><td>Initial Util</td><td>41.4%</td></tr>
<tr><td>Core Region</td><td>0.0140 sq mm</td></tr>
<tr><td>Die area</td><td>0.0150 sq mm</td></tr>
<tr><td>Num rows</td><td>43</td></tr>
<tr><th colspan="2">Min path</th></tr>
<tr><td>Hold Crit Class</td><td>in -&gt; reg</td></tr>
<tr><th colspan="2">Job</th></tr>
<tr><td>OpenROAD warning count</td><td>25</td></tr>
<tr><td>Max-capacitance violation count</td><td>0</td></tr>
</table>
==> synth_stat cells (4+ instances only) <==
cell type	number	area share (%)
o22a_1	7	1.1
a221oi_1	8	1.2
mux2i_1	32	5.5
a21o_1	4	0.52
clkbuf_1	9	0.58
nor2b_1	6	0.65
o2bb2ai_1	4	0.61
mux4_1	12	5.4
mux4_2	18	7.0
buf_2	10	0.86
nand2b_1	7	0.76
a21oi_1	14	1.2
edfxtp_1	122	63
a2bb2oi_1	25	3.8
nor2_1	28	1.8
inv_1	5	0.32
nand2_1	13	0.84
o21ai_0	7	0.61
==> cell families after synthesis <==
family,synth area share (%)
AOI/OAI and AO/OA,9.88
DFF,63.3
buffers and inverters,3.48
muxes,18.4
and+or+nand+nor,4.97
==> worst paths after layout <==
kind | endpoint | slack, ns | from | cells past startpoint
worst min-delay path | regcell[3][9]$_DFFE_PP_ | 0.95 | wdata[9] | 1
worst max-delay path | rdata1[15] | 0.10 | raddr1[2] | 6
==> metal layers <==
metal	part of all wire, %	track usage, %
met1	38	27.5
met5	0	1.39
met2	49	30.5
met4	1.4	2.44
met3	11	11.1
==> stage by stage <==
step                      instances  setup slack [ns]  util (%)  total power [mW]  hold slack [ns]
after detailed placement        596            0.0769      47.8              2.22             1.38
final                           628             0.103      51.4              3.70            0.955
after global placement          596            0.0592      47.8              2.21             1.38
after floorplan                 357             0.917         -              2.02            0.759
after global routing            628           0.00685      51.4              3.84            0.976
after CTS                       628            0.0537      51.3              3.74            0.947
==> layout make-up <==
class                   count  area share, %
well taps                 180           3.13
repair buffers             87           11.8
flip-flops and latches    122           51.0
multi-input cells         201           26.9
clock buffers              20           6.08
inverters                   6          0.313
clock inverters            12          0.818
==> power by group through the flow <==
stage                 registers (mW)  logic (mW)  clock network, mW
after CTS                       1.78       0.410               1.55
after global routing            1.79       0.441               1.62
final                           1.78       0.404               1.51
Power and IR drop assume default switching activity.
