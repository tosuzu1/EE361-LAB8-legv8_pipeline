==> ./config.mk <==
export PLATFORM = sky130hd
export DESIGN_NAME = PCLogic
export DESIGN_NICKNAME = PCLogic
export VERILOG_FILES = /design/flow/design.v
export SDC_FILE = /design/flow/constraint.sdc
export NUM_CORES = 4
export LEC_CHECK = 1
export CORE_AREA = 10 10 113 113
export DIE_AREA = 0 0 123 123
==> ./constraint.sdc <==
current_design PCLogic

set clk_period 4.2
set clk_io_pct 0.2

create_clock -name clk0 -period $clk_period [get_ports {clock}]

set non_clock_inputs [all_inputs -no_clocks]
set_input_delay [expr $clk_period * $clk_io_pct] -clock clk0 $non_clock_inputs
set_output_delay [expr $clk_period * $clk_io_pct] -clock clk0 [all_outputs]
==> ./design.v <==
module PCLogic(
     output logic [15:0] pc,   
     input logic clock,  
     input logic [15:0] signext,	 
     input logic uncondbranch,
     input logic branch,	
     input logic alu_zero,	
     input logic reset	
     );
always_ff @(posedge clock)
	begin
	if (reset==1) 
		pc <= 0;
    else if(branch == 1 && alu_zero ==1) 
		pc <= pc + (signext << 1) ;
   	else if( uncondbranch == 1) 
		pc <= pc + (signext << 1) ;
	else 
		pc <= pc+4;  
	end
endmodule
==> ./run.sh <==
#!/bin/bash
# OpenROAD 26Q1-2900-gdf79404cd8, Yosys 0.63+post, stock flow scripts
make -C /OpenROAD-flow-scripts/flow DESIGN_CONFIG=/design/flow/config.mk WORK_HOME=/design/flow/orfs finish
==> impl_metrics.toml <==
# flow metrics
[die]
fp_util_pct = 15.2
die_h_um = 123
coreArea_um2 = 10300
chipArea_um2 = 15100
num_rows = 37
die_width_um = 123
boundaryPins = 37

[flow_run]
warning_count = 26
max_cap_viol_count = 0

[drt]
wire_per_inst_um = 13.5
vias_per_cell = 4.32
wl_mm = 5.01
first_iter_violations = 114
drc = 0
vias = 1604
drtPass1Iterations = 4
antenna_left = 0
antenna_cells = 0

[clock_tree]
cts_buffers = 3
cts_root_buf = "clkbuf_8"
clkSinkCount = 15
cts_tree = "done"
post_cts_resized = 0
htreeDepth = 1
clk_pin_slew_ns = 0.07
insertion_delay_ns = 0.25
post-cts-setup-buffers = 0
cts.hold.buffers_added = 0
cts_buffer_depth = 2

[timing]
hold_viol_final = 0
holdWs_ns = 0.481
maxSlewHeadroom_pct = 48.4
setup_viol = 0
finClkSkew_ns = 0.00279
setup_slack_ns = 1.20
fmax_mhz = 333
final_max_slew_viol_count = 0
rsz0062_at_grt = "no"
finalSetupTns_ns = 0
worst_pin_slew_ns = 0.771
finalCriticalPeriod_ns = 3.00
period_used_pct = 71.5

[finish]
drive_gt1_share_pct = 5.96
layout_top_cell = "clkdlybuf4s50_1"
regMostFlops = "pc"
reg_top3 = "pc x15"
final_cells = 371
layout_top_cells = "34 x clkdlybuf4s50_1, 19 x nand2_1, 18 x a21oi_1, 15 x ha_1, 15 x dfxtp_1"
fillers = 1132
largest_reg_flops = 15
area_delta_synth_final_pct = 33.2

[synth]
synth_cell_types = 54
ys_cells = 205
seq_area_frac_synth_pct = 19.1
edf_count = 0
synth_flop_count = 15
ys_area_um2 = 1570
async_reset_ff_share_pct = 0
ys_top_cells_by_area = "dfxtp_1 19%, ha_1 12%, a21oi_1 5.7%"
ys.flop_type = "dfxtp_1"
yosysWarnings = 1
avgSynthCellArea_um2 = 7.67
yosysTopAreaCell = "dfxtp_1"
netlist.area_leader.share_pct = 19.1
netlist_instances = 205
netlist_area_um2 = 1570

[global_routing]
track_usage_pct = 6.56
grt_max_degree = 19
overflow = 0
grt_pass1_vias = 1471
grt_pass1_wl_mm = 7.99
antenna_found_initial = 0

[setup_path]
r2r_setup_slack_ns = 1.87
start_kind = "input pin"
required_ns = 4.35
endpoint_kind = "register"
crit_type = "in -> reg"
cp-startpoint = "signext[0]"
r2r_start = "pc[1]"
r2r_cells = 8
critPathMaxFanout = 5
worstSetupEndpoint = "pc[11]"
arrival_ns = 3.15
worstReg2RegEnd = "pc[11]"

[status]
status = "complete, no violations"

[pwr]
power_density_nw_per_um2 = 341
vdd_drop_max_uv = 125
power_leakage_uw = 0.000774

[place]
dp_slack_ns = 0.912
gp_congestion = 0.921
hpwlAfterDp_mm = 3.97
numPortBuffers = 34
dp.cells = 367

[min_path]
min_delay_path_depth = 2
hp-class = "reg -> reg"
==> per-layer routing <==
metal | routed length [µm] | share of wire, % | GRT usage, % | up-vias
met5 | 0 | 0 | 0 | -
met4 | 19 | 0.38 | 0.291 | 0
met3 | 302 | 6.0 | 1.90 | 2
met2 | 2290 | 46 | 10.4 | 40
met1 | 2400 | 48 | 9.17 | 732
li1 | - | - | - | 830
==> how the worst min path moves through the flow <==
| stage | endpoint | startpoint | slack (ns) |
|---|---|---|---|
| finish | pc[1] | pc[1] | 0.48 |
| global route | pc[1] | pc[1] | 0.53 |
| CTS | pc[1] | pc[1] | 0.49 |
==> where the power goes <==
part           switching, µW  internal (µW)  total (µW)  leakage, µW
clock                   57.3           67.4         125    0.0000228
sequential              47.4            172         220     0.000125
combinational            184            187         371     0.000626
==> stage by stage <==
stage	power [µW]	area (µm²)	utilization, %
3_3_place_gp	591	2050	19.8
3_5_place_dp	595	2050	19.8
6_report	715	2090	20.3
2_1_floorplan	452	1570	-
5_1_grt	778	2090	20.3
4_1_cts	723	2090	20.3
==> cell usage after synthesis, drive strengths merged, types with 5 or more instances <==
master   n
nor2    13
nand2   19
dfxtp   15
ha      15
nand4    5
nor4     5
o211ai   5
xnor2    8
a21oi   19
inv      7
nand3   10
xor2     6
buf      5
a211oi   7
nor3     8
o21ai   15
==> critical path, cell delays in order <==
cell	delay [ns]
clkdlybuf4s50_1	0.46
ha_1	0.18
inv_1	0.06
fa_1	0.39
nand2b_1	0.18
a21oi_1	0.29
o21ai_1	0.26
o31a_1	0.32
and3_1	0.17
==> logic make-up after synthesis <==
kind of cell	synth area share (%)
AOI/OAI and AO/OA	27.7
xor gates and xnor gates	7.80
adders and majority gates	13.2
buffers and inverters	4.30
DFF	19.1
muxes	1.35
other	0.239
and+or+nand+nor	26.3
==> area by class of cell <==
type | instances | area, µm² | share of cell area [%]
clock buffer | 4 | 45.0 | 2.15
inverter | 7 | 26.3 | 1.26
multi-input combinational | 174 | 1200 | 57.5
sequential | 15 | 300 | 14.3
tap | 136 | 170 | 8.13
timing repair buffer | 35 | 348 | 16.6
Power and IR drop assume default switching activity.
